File: flow/run.sh
#!/bin/bash
# OpenROAD 26Q1-2900-gdf79404cd8, Yosys 0.63+post, stock flow scripts
make -C /OpenROAD-flow-scripts/flow DESIGN_CONFIG=/design/flow/config.mk WORK_HOME=/design/flow/orfs finish
File: flow/constraint.sdc
current_design x_23K640

set clk_period 8.3
set clk_io_pct 0.2

create_clock -name clk0 -period $clk_period [get_ports {i_clk}]

set non_clock_inputs [all_inputs -no_clocks]
set_input_delay [expr $clk_period * $clk_io_pct] -clock clk0 $non_clock_inputs
set_output_delay [expr $clk_period * $clk_io_pct] -clock clk0 [all_outputs]
File: flow/design.v
module x_23K640(
   input    logic          i_clk,
   input    logic          i_rst,
   input    logic          i_valid,
   output   logic          o_accept,
   input    logic          i_rd_n_wr,
   input    logic [15:0]   i_addr,
   input    logic [7:0]    i_wdata,
   output   logic          o_ready,
   output   logic [7:0]    o_rdata,
   output   logic          o_sck,
   output   logic          o_cs,
   output   logic          o_so,
   input    logic          i_si
);
   logic advance;
   x_23K640_sck u_s(
      .i_clk      (i_clk      ),
      .i_rst      (i_rst      ),     
      .o_advance  (advance    ),
      .o_sck      (o_sck      )
   );
   x_23K640_data u_d(
      .i_clk      (i_clk      ),
      .i_rst      (i_rst      ),     
      .i_advance  (advance    ),
      .i_sck      (o_sck      ),
      .i_valid    (i_valid    ),
      .o_accept   (o_accept   ),
      .i_rd_n_wr  (i_rd_n_wr  ),
      .i_addr     (i_addr     ),
      .i_wdata    (i_wdata    ),
      .o_ready    (o_ready    ),
      .o_rdata    (o_rdata    ),   
      .o_cs       (o_cs       ),
      .o_so       (o_so       ),
      .i_si       (i_si       )
   );
endmodule
module x_23K640_data(
   input    logic          i_clk,
   input    logic          i_rst,
   input    logic          i_advance,
   input    logic          i_sck,
   input    logic          i_valid,
   output   logic          o_accept,
   input    logic          i_rd_n_wr,
   input    logic [15:0]   i_addr,
   input    logic [7:0]    i_wdata,
   output   logic          o_ready,
   output   logic [7:0]    o_rdata,
   output   logic          o_cs,
   output   logic          o_so,
   input    logic          i_si
);
   typedef enum logic [6:0] {
      IDLE_COLD, 
      CONFIG_0,  
      CONFIG_1,  
      CONFIG_2,  
      CONFIG_3,  
      CONFIG_4,  
      CONFIG_5,  
      CONFIG_6,  
      CONFIG_7,  
      CONFIG_8,  
      CONFIG_9,  
      CONFIG_10,  
      CONFIG_11, 
      CONFIG_12, 
      CONFIG_13, 
      CONFIG_14, 
      CONFIG_15, 
      IDLE_WARM, 
      READ_WARM_0, 
      READ_WARM_1,
      READ_WARM_2,
      READ_WARM_3,
      READ_WARM_4,
      READ_WARM_5,
      READ_WARM_6,
      READ_WARM_7,
      READ_WARM_8,
      READ_WARM_9,
      READ_WARM_10, 
      READ_WARM_11,
      READ_WARM_12,
      READ_WARM_13,
      READ_WARM_14,
      READ_WARM_15,
      READ_WARM_16,
      READ_WARM_17,
      READ_WARM_18,
      READ_WARM_19,
      READ_WARM_20,
      READ_WARM_21,
      READ_WARM_22,
      READ_WARM_23,
      READ_WARM_24,
      READ_WARM_25,
      READ_WARM_26,
      READ_WARM_27,
      READ_WARM_28,
      READ_WARM_29,
      READ_WARM_30,
      READ_WARM_31,
      WRITE_WARM_0,
      WRITE_WARM_1,
      WRITE_WARM_2,
      WRITE_WARM_3,
      WRITE_WARM_4,
      WRITE_WARM_5,
      WRITE_WARM_6,
      WRITE_WARM_7,
      WRITE_WARM_8,
      WRITE_WARM_9,
      WRITE_WARM_10, 
      WRITE_WARM_11,
      WRITE_WARM_12,
      WRITE_WARM_13,
      WRITE_WARM_14,
      WRITE_WARM_15,
      WRITE_WARM_16,
      WRITE_WARM_17,
      WRITE_WARM_18,
      WRITE_WARM_19,
      WRITE_WARM_20,
      WRITE_WARM_21,
      WRITE_WARM_22,
      WRITE_WARM_23,
      WRITE_WARM_24,
      WRITE_WARM_25,
      WRITE_WARM_26,
      WRITE_WARM_27,
      WRITE_WARM_28,
      WRITE_WARM_29,
      WRITE_WARM_30,
      WRITE_WARM_31
   } sm_t;
   logic          sm_en;
   sm_t           sm_d;
   sm_t           sm_q;
   logic          rd;
   logic          wr;
   sm_t           sm_ptr;
   logic [3:0]    ptr;
   logic          rdata_en;
   logic [7:0]    rdata_d;
   logic [7:0]    rdata_q;
   logic          wdata_en;
   logic [7:0]    wdata_d;
   logic [7:0]    wdata_q;
   logic          addr_en;
   logic [15:0]   addr_d;
   logic [15:0]   addr_q;
   logic          rd_n_wr_d;
   logic          rd_n_wr_q;
   logic          seq;
   logic          hop;
   logic          same;
   assign sm_en = i_sck & i_advance; 
   always_ff@(posedge i_clk or posedge i_rst) begin
      if(i_rst)      sm_q <= IDLE_COLD;
      else if(sm_en) sm_q <= sm_d;
   end
   assign seq  = (i_addr == (addr_q + 'd1));
   assign same = (rd_n_wr_q == i_rd_n_wr);
   assign hop  = i_valid & same & seq;
   always_comb begin
      sm_d = sm_q + 'd1;
      case(sm_q) 
         IDLE_COLD:
            begin
               if(i_valid) sm_d = CONFIG_0;
               else        sm_d = IDLE_COLD;
            end
         IDLE_WARM: 
            begin
               if(i_valid)
                  if(i_rd_n_wr)  sm_d = READ_WARM_0;
                  else           sm_d = WRITE_WARM_0;
               else              sm_d = IDLE_WARM;
            end
         READ_WARM_31: 
            begin
               if(hop)  sm_d = READ_WARM_24;
               else     sm_d = IDLE_WARM;
            end
         WRITE_WARM_31: 
            begin
               if(hop)  sm_d = WRITE_WARM_24;
               else     sm_d = IDLE_WARM;
            end   
         default:;
      endcase
   end
   assign wdata_en = i_valid & ~i_rd_n_wr & o_accept;
   assign wdata_d = i_wdata;
   always_ff@(posedge i_clk or posedge i_rst) begin
      if(i_rst)         wdata_q <= 'd0;
      else if(wdata_en) wdata_q <= wdata_d;
   end   
   assign addr_en = i_valid & o_accept;
   assign addr_d = i_addr;
   always_ff@(posedge i_clk or posedge i_rst) begin
      if(i_rst)         addr_q <= 'd0;
      else if(addr_en)  addr_q <= addr_d;
   end 
   assign rd_n_wr_d = (sm_q == READ_WARM_0) |
                      (sm_q == READ_WARM_31);
   always_ff@(posedge i_clk or posedge i_rst) begin
      if(i_rst)         rd_n_wr_q <= 'd0;
      else if(o_accept) rd_n_wr_q <= rd_n_wr_d;
   end   
   assign o_rdata = rdata_q;
   assign rdata_d = {rdata_q[6:0],i_si};
   assign rdata_en = i_advance & ~i_sck &
                     ((sm_q >= READ_WARM_24) & 
                      (sm_q <= READ_WARM_31));
   always_ff@(posedge i_clk or posedge i_rst) begin
      if(i_rst)         rdata_q <= 'd0;
      else if(rdata_en) rdata_q <= rdata_d;
   end
   assign o_accept = sm_en & ((sm_q == READ_WARM_0)|
                              (sm_q == WRITE_WARM_0)|
                             ((sm_q == READ_WARM_31) & hop) |
                             ((sm_q == WRITE_WARM_31) & hop));
   assign o_ready = sm_en & (sm_q == READ_WARM_31);
   assign o_cs = (sm_q == IDLE_COLD) | (sm_q == IDLE_WARM);
   assign rd = (READ_WARM_8 <= sm_q) & (sm_q <= READ_WARM_23);  
   assign wr = (WRITE_WARM_8 <= sm_q) & (sm_q <= WRITE_WARM_23);  
   assign sm_ptr = (rd) ? (READ_WARM_8 - sm_q + 15):
                   (wr) ? (WRITE_WARM_8 - sm_q + 15):
                          (WRITE_WARM_24 - sm_q + 7);
   assign ptr = sm_ptr[3:0];
   always_comb begin
      o_so = 1'b0;
      case(sm_q)
         CONFIG_7,
         CONFIG_9,
         CONFIG_15,
         WRITE_WARM_6,
         READ_WARM_6,
         READ_WARM_7:     o_so = 1'b1; 
         READ_WARM_8,     
         READ_WARM_9,     
         READ_WARM_10,    
         READ_WARM_11,    
         READ_WARM_12,    
         READ_WARM_13,    
         READ_WARM_14,    
         READ_WARM_15,    
         READ_WARM_16,    
         READ_WARM_17,    
         READ_WARM_18,    
         READ_WARM_19,    
         READ_WARM_20,    
         READ_WARM_21,    
         READ_WARM_22,    
         READ_WARM_23,
         WRITE_WARM_8,
         WRITE_WARM_9,
         WRITE_WARM_10,
         WRITE_WARM_11,
         WRITE_WARM_12,
         WRITE_WARM_13,
         WRITE_WARM_14,
         WRITE_WARM_15,
         WRITE_WARM_16,
         WRITE_WARM_17,
         WRITE_WARM_18,
         WRITE_WARM_19,
         WRITE_WARM_20,
         WRITE_WARM_21,
         WRITE_WARM_22,
         WRITE_WARM_23:    o_so = addr_q[ptr];
         WRITE_WARM_24, 
         WRITE_WARM_25, 
         WRITE_WARM_26, 
         WRITE_WARM_27, 
         WRITE_WARM_28, 
         WRITE_WARM_29, 
         WRITE_WARM_30, 
         WRITE_WARM_31:    o_so = wdata_q[WRITE_WARM_24 - sm_q + 7];
         default:;
      endcase
   end
endmodule
module x_23K640_sck(
   input    logic          i_clk,
   input    logic          i_rst, 
   input    logic [7:0]    i_period,
   output   logic          o_advance,
   output   logic          o_sck
);
   logic       top;
   logic [7:0] cnt_d;
   logic [7:0] cnt_q;
   logic       sck_n;
   assign top = (cnt_q == i_period);
   assign cnt_d = (top) ? 'd0 : (cnt_q + 'd1);
   always_ff@(posedge i_clk or posedge i_rst) begin
      if(i_rst)   cnt_q <= 'd0;
      else        cnt_q <= cnt_d;
   end      
   assign o_advance = top & o_sck;
   assign sck_n = ~o_sck;
   always_ff@(posedge i_clk or posedge i_rst) begin
      if(i_rst)      o_sck <= 'd0;
      else if(top)   o_sck <= sck_n;
   end   
endmodule
File: flow/config.mk
export PLATFORM = sky130hd
export DESIGN_NAME = x_23K640
export DESIGN_NICKNAME = x_23K640
export VERILOG_FILES = /design/flow/design.v
export SDC_FILE = /design/flow/constraint.sdc
export NUM_CORES = 4
export LEC_CHECK = 1
export CORE_UTILIZATION = 50
==> summary.txt <==
Results of the run.

The launch point of the worst min-delay path is recorded as u_d.wdata_q[7]$_DFFE_PP0P_. The skew report gives the latency at the later pin of the worst-skew pair as approximately 290 ps. The final power report lists total power as 325.2 uW. The flow reports an fmax of ~0.16 GHz. TritonCTS built the clock tree. The height of the die is about 78 um. The final clock skew is approximately 7.0 ps. The number of enable flip-flop cells is 0. The post-synthesis to final-layout area growth is 14.61%. From left edge to right edge, the die measures between 70 and 80 um.

The final period utilization is 0.7348. STA shows the worst reg2reg path with a cell count of 9. After synthesis, the cell types taking the most area are sky130_fd_sc_hd__dfrtp_1 29%, sky130_fd_sc_hd__mux2_2 7.1%, sky130_fd_sc_hd__mux2i_1 6.0%, sky130_fd_sc_hd__xnor2_1 5.5%, sky130_fd_sc_hd__mux2_4 5.3%. Averaged over all synthesized cells, the footprint is between 9 and 10 sq um.

In the final routed layout, each cell accounts on average for approximately 15 um. The power per unit of standard cell area is a little under 100 mW/mm^2. The CTS report gives the tree buffer count as 5. Per the synthesis report, the dominant area consumer among library cells is sky130_fd_sc_hd__dfrtp_1. The worst flop-to-flop path endpoint is u_d.addr_q[1]$_DFFE_PP0P_. The final max-slew violation count recorded for this run is 0. The number of distinct library cells after synthesis is approximately 60. Once routing completed, OpenROAD measured the worst setup slack at between 2000 and 2500 ps. The run finished with clean final reports. Per the post-synthesis report, the number of cells in the design is roughly 300. Once the clock tree was built, the resizer swapped 0 gates to a different size.

Across the VDD grid, the largest voltage drop is 0.05993 mV. The library cell used as clock root buffer is sky130_fd_sc_hd__clkbuf_8. The critical path maximum fanout is 5. The type of the tightest min-delay check is flop to flop. The area fraction of the largest cell type after synthesis is 0.2895. The post-route worst hold slack is ~500 ps.

The post-synth area from yosys stat is about 0.0029 sq mm. Setup repair after global routing left no endpoint under its margin. The path type of the worst setup path is input port to primary output. For this run the detailed placement stage logged an HPWL of roughly 4.4 mm.

After clock tree synthesis, the flow added hold-fix buffers numbering 0. The via count of the first global-routing pass is between 2000 and 2500. The final period demand of the worst path is ~6000 ps.

Setup total negative slack on the finished layout was measured at 0 ps. The main flop type after synthesis is sky130_fd_sc_hd__dfrtp_1. Hold analysis lists the worst path endpoint as u_d.wdata_q[7]$_DFFE_PP0P_.

The total congestion overflow is 0. Entering global routing, the biggest net connects 34 pins. STA classifies the critical path endpoint as a primary output. The critical path data arrival time is about 4400 ps. Dividing the detail-routed via count by the number of cells gives 5.667. The diode insertion count for antenna repair is 0.

The worst reg2reg path startpoint is u_d.addr_q[5]$_DFFE_PP0P_. The power report puts the leakage power at roughly 0.0015 uW. The number of setup buffers added after CTS is 0. Measured against its own limit, the worst slew margin works out to 0.5667. The transition time recorded at the tightest slew-check pin is 646.9 ps. The I/O pin count is ~42.

Per Yosys stat, the portion of area used by sequential elements is 0.2895. STA reports a reg2reg setup slack of just over 5000 ps. Along the worst hold path, the cell count comes to 1. After clock tree synthesis, the clock-pin slew on the worst setup and hold paths is ~70 ps. The overall track demand over capacity in global routing is 0.2284. The area of the core is 0.005507 sq mm. The routed layout has between 2000 and 2500 vias. The tally of max-capacitance violations is 0. The number of sinks driven by the clock tree is 33. The share of synthesized registers carrying an async set or reset is 1.000. The first global-routing pass estimated approximately 11 mm of wire. The number of antenna violations at the first check in global routing was 0. The maximum count of clock buffers along a single path is 2. The routability-driven placement congestion ratio is between 0.8 and 0.9.

The number of nets with antenna violations after routing is 0. Row generation in the floorplan step produced 27 rows. The worst setup slack after placement is between 2000 and 2500 ps. The first TritonRoute pass finished after 4 iterations.

The H-tree was split into 2 levels. The overall die size recorded for this design is 0.006012 sq mm. TritonRoute reported its final design rule violation total as 0.

Yosys printed 10 warnings. In the final layout, the share of cells above drive strength 1 is 0.1437. The total of flip-flops plus latches after synthesis is 33. The mapped netlist covers about 0.0029 sq mm. The critical path required time is 6640 ps. The detailed router reported a total wirelength of 6.023 mm.

The kind of launch point of the worst setup path is an input port. The OpenROAD warning count is 34. The library cell used most frequently in the layout, excluding fill and tap cells, is sky130_fd_sc_hd__dfrtp_1. The final hold violation count is 0.

In the layout the commonest cells are 33 x sky130_fd_sc_hd__dfrtp_1, 32 x sky130_fd_sc_hd__clkdlybuf4s50_1, 26 x sky130_fd_sc_hd__nor2_1. The number of setup violations in the final report is 0. The synthesized netlist was found by Yosys to have around 300 cells. The share of the core filled by cells before placement is 0.5181. Detailed-route iteration 0 reported a violation count of about 120.

The number of buffers inserted by port buffering is 32.
==> how the worst max path moves through the flow <==
stage          from        to  cells past startpoint
6_report  i_addr[7]  o_accept                      9
5_1_grt   i_addr[7]  o_accept                      9
4_1_cts   i_addr[7]  o_accept                      9
==> layer usage <==
layer / global-route usage / routed length (um) / vias up
li1: - / - / 1135
met3: 0.02987 / 171 / 11
met4: 0.04340 / 114 / 0
met5: 0 / 0 / -
met1: 0.3570 / 2926 / 1072
met2: 0.3496 / 2811 / 43
==> metrics by stage <==
stage	util	area (sq um)	instances
3_3_place_gp	0.5753	3168	391
3_5_place_dp	0.5753	3168	391
6_report	0.5937	3269	399
4_1_cts	0.5937	3269	399
2_1_floorplan	-	2879	307
5_1_grt	0.5937	3269	399
==> worst max-delay path, stage by stage <==
cell                              delay (ps)
sky130_fd_sc_hd__clkdlybuf4s50_1         460
sky130_fd_sc_hd__or4_1                   520
sky130_fd_sc_hd__and3_1                  190
sky130_fd_sc_hd__o31a_1                  310
sky130_fd_sc_hd__nor4_2                  170
sky130_fd_sc_hd__o2111a_2                350
sky130_fd_sc_hd__a22oi_4                 130
sky130_fd_sc_hd__nor2_1                  170
sky130_fd_sc_hd__clkdlybuf4s50_1         490
==> registers in the layout, summed over array words and instances, names as in the netlist <==
signal         cells
u_s.o_sck          1
u_d.addr_q        16
u_d.rd_n_wr_q      1
u_d.wdata_q        8
u_d.sm_q           7
==> power by group <==
| group | switching [uW] | total [uW] | internal [uW] |
|---|---|---|---|
| Clock | 61.4 | 136 | 75.0 |
| Sequential | 0 | 161 | 161 |
| Combinational | 11.7 | 28.1 | 16.4 |
| Total | 73.1 | 325 | 252 |
==> synth_stat cells (2+ instances only) <==
cell / instances
sky130_fd_sc_hd__a21oi_1: 13
sky130_fd_sc_hd__a221oi_1: 2
sky130_fd_sc_hd__a22oi_1: 2
sky130_fd_sc_hd__a31oi_1: 5
sky130_fd_sc_hd__a41oi_1: 3
sky130_fd_sc_hd__and3_1: 3
sky130_fd_sc_hd__buf_2: 3
sky130_fd_sc_hd__buf_4: 8
sky130_fd_sc_hd__clkbuf_1: 8
sky130_fd_sc_hd__dfrtp_1: 33
sky130_fd_sc_hd__ha_1: 10
sky130_fd_sc_hd__inv_1: 10
sky130_fd_sc_hd__mux2_2: 18
sky130_fd_sc_hd__mux2_4: 10
sky130_fd_sc_hd__mux2i_1: 17
sky130_fd_sc_hd__mux4_2: 3
sky130_fd_sc_hd__nand2_1: 18
sky130_fd_sc_hd__nand2b_1: 2
sky130_fd_sc_hd__nand3_1: 11
sky130_fd_sc_hd__nand4_1: 3
sky130_fd_sc_hd__nor2_1: 26
sky130_fd_sc_hd__nor2_8: 2
sky130_fd_sc_hd__nor2b_1: 4
sky130_fd_sc_hd__nor3_1: 9
sky130_fd_sc_hd__nor4_1: 3
sky130_fd_sc_hd__o21ai_0: 10
sky130_fd_sc_hd__o221ai_1: 2
sky130_fd_sc_hd__o22ai_1: 2
sky130_fd_sc_hd__o31a_1: 2
sky130_fd_sc_hd__o31ai_1: 2
sky130_fd_sc_hd__or4_1: 2
sky130_fd_sc_hd__xnor2_1: 18
sky130_fd_sc_hd__xor2_1: 10
==> layout make-up <==
| type | count | area (sq um) |
|---|---|---|
| repair buffers | 33 | 327.8 |
| well taps | 72 | 90.09 |
| clock inverters | 1 | 5.005 |
| multi-input cells | 242 | 1883 |
| flip-flops and latches | 33 | 825.8 |
| inverters | 11 | 41.29 |
| clock buffers | 7 | 96.34 |
| fillers | 485 | 2237 |
==> kinds of logic (layout without fill, tap and decap cells) <==
kind of cell	Yosys count	after routing	synth area share
AOI/OAI and AO/OA	57	57	0.1426
muxes	48	48	0.2070
buffers and inverters	32	52	0.05965
adders and majority gates	10	10	0.04386
DFF	33	33	0.2895
and+or+nand+nor	91	91	0.1702
other	1	8	0.001315
xor gates and xnor gates	28	28	0.08596
Power and IR drop assume default switching activity.
